### design/flow/config.mk
export PLATFORM = sky130hd
export DESIGN_NAME = packet_recvr
export DESIGN_NICKNAME = packet_recvr
export VERILOG_FILES = /design/flow/design.v
export SDC_FILE = /design/flow/constraint.sdc
export NUM_CORES = 4
export LEC_CHECK = 1
export CORE_UTILIZATION = 50
### design/flow/constraint.sdc
current_design packet_recvr

set clk_period 2.9
set clk_io_pct 0.2

create_clock -name clk0 -period $clk_period [get_ports {i_rmii_clk}]

set non_clock_inputs [all_inputs -no_clocks]
set_input_delay [expr $clk_period * $clk_io_pct] -clock clk0 $non_clock_inputs
set_output_delay [expr $clk_period * $clk_io_pct] -clock clk0 [all_outputs]
### design/flow/design.v
`timescale 1ns / 1ps
module crc_32_engine(
    input  wire        i_rmii_clk,     
    input  wire        i_rstn,
    input  wire        i_crc_init,     
    input  wire [1:0]  i_rxd,
    input  wire        drive_crc,
    output reg [31:0]  o_calculated_crc 
    );
    localparam CRC_POLY = 32'hEDB8_8320;
    reg [31:0] stored_crc;
    wire feedback0;
    wire feedback1;
    wire [31:0] crc_shifted0;
    wire [31:0] crc_shifted1;
    wire [31:0] crc_mid;
    wire [31:0] crc_next;
    assign feedback0        = stored_crc[0] ^ i_rxd[0];
    assign feedback1        = crc_mid[0] ^ i_rxd[1];
    assign crc_shifted0     = stored_crc >> 1;
    assign crc_shifted1     = crc_mid >> 1;
    assign crc_mid          = (feedback0) ? crc_shifted0 ^ CRC_POLY : crc_shifted0;
    assign crc_next         = (feedback1) ? crc_shifted1 ^ CRC_POLY : crc_shifted1;
    always @ (posedge i_rmii_clk) begin
        if (!i_rstn || i_crc_init)begin
            o_calculated_crc    <= 32'hFFFF_FFFF;
            stored_crc          <= 32'hFFFF_FFFF;
        end
        else begin
            if(drive_crc) begin
                o_calculated_crc    <= crc_next;
                stored_crc          <= crc_next;
            end
        end
    end
endmodule
`timescale 1ns / 1ps
module packet_recvr
    #(
    parameter [31:0]  FPGA_IP = 32'hC0A80164, 
    parameter [31:0]  HOST_IP = 32'hC0A80165,
    parameter [15:0]  FPGA_PORT = 16'h4567,
    parameter [15:0]  HOST_PORT = 16'h4567,
    parameter [47:0]  FPGA_MAC = 48'he86a64e7e830,
    parameter [47:0]  HOST_MAC = 48'he86a64e7e829,
    parameter CHECK_DESTINATION = 1    
    )
    (
    input  wire        i_rmii_clk,     
    input  wire        i_rstn,
    input  wire [1:0]  i_rxd,
    input  wire        i_crs_dv,       
    output reg [7:0]  o_axis_tdata,  
    output reg        o_axis_tvalid,
    input  wire       i_axis_tready,
    output reg        o_axis_tlast,
    output reg [3:0]  o_axis_tuser  
    );
   wire packet_start;
   wire packet_done;
   localparam integer MII_WIDTH = 2;
   localparam integer STAGES = 2;
    reg [MII_WIDTH*STAGES-1:0] rxd_z;  
    reg [STAGES-1:0]		   rxdv_z;  
    reg [7:0]	    first_packet_count;
    localparam	    FIRST_PACKET_IGNORE = 0;
    always @(posedge i_rmii_clk)begin                                                                     
        if (!i_rstn)begin                 
             rxd_z <= 0;
             rxdv_z <= 0;
             first_packet_count <= 0;
         end                                                                   
         else begin
             rxd_z[1:0] <= i_rxd; 
             rxd_z[3:2] <= rxd_z[1:0]; 
             rxdv_z[0] <= i_crs_dv; 
             rxdv_z[1] <= rxdv_z[0];
             if (packet_done & first_packet_count < FIRST_PACKET_IGNORE) begin
                 first_packet_count <= first_packet_count + 1;
             end
        end
   end
   assign packet_start = (rxdv_z[1] == 0 && rxdv_z[0] == 1);  
   assign packet_done  = (rxdv_z[1] == 1 && rxdv_z[0] == 0);  
   reg [2:0] STATE, NEXT_STATE;
   localparam IDLE          = 4'd0,
              PREAMBLE      = 4'd1,
              SFD           = 4'd2,
              DATA          = 4'd3,
              COMPARE       = 4'd4,
              DONE          = 4'd5,
              HEADER_ERROR  = 4'd6,
              CRC_ERROR     = 4'd7;
   localparam PREAMBLE_LENGTH = 28,
              SFD_LENGTH      = 4;
    reg [7:0] stored_byte, next_stored_byte;
    reg [5:0] dibit_cnt;            
    reg [15:0] byte_count_total;    
    wire byte_ready_any         = i_crs_dv && ((dibit_cnt % 4) == 3);
    wire byte_ready_data        = (STATE == DATA) && byte_ready_any;
    reg [31:0] tail, next_tail;
    reg [7:0]  out_byte;
    reg        out_valid;
    reg        out_last;
    wire [31:0] calculated_crc;
    reg         drive_crc;
    reg         crc_init;
    localparam [31:0] GOOD_RESIDUE = 32'hC704_DD7B;
    reg frame_error, next_frame_error;
   crc_32_engine crc_i (
       .i_rmii_clk          (i_rmii_clk),    
       .i_rstn              (i_rstn),         
       .i_crc_init          (crc_init),         
       .i_rxd               (i_rxd),          
       .drive_crc           (drive_crc),      
       .o_calculated_crc    (calculated_crc)
   );
    always @* begin
        NEXT_STATE        = STATE;
        next_stored_byte  = stored_byte;
        next_tail         = tail;
        next_frame_error  = frame_error;
        out_byte          = 8'h00;
        out_valid         = 1'b0;
        out_last          = 1'b0;
        case (STATE)
            IDLE: begin
                if (packet_start) begin
                    NEXT_STATE = PREAMBLE;
                end
            end
            PREAMBLE: begin
                if (rxd_z[1:0] != 2'b10) begin
                    NEXT_STATE       = HEADER_ERROR;
                    next_frame_error = 1'b1;
                end else begin
                    next_stored_byte = {rxd_z[1:0], stored_byte[7:2]};
                    NEXT_STATE = (dibit_cnt == PREAMBLE_LENGTH-1) ? SFD : PREAMBLE;
                end
            end
            SFD: begin
                if (byte_ready_any && (next_stored_byte != 8'hD5)) begin
                    NEXT_STATE       = HEADER_ERROR;
                    next_frame_error = 1'b1;
                end else begin
                    next_stored_byte = {rxd_z[1:0], stored_byte[7:2]};
                    NEXT_STATE = (dibit_cnt == SFD_LENGTH-1) ? DATA : SFD;
                end
            end
            DATA: begin
                next_stored_byte = {rxd_z[1:0], stored_byte[7:2]};
                if (byte_ready_data) begin
                    next_tail = {next_stored_byte, tail[31:24]};
                    if (byte_count_total >= 4) begin
                        out_byte  = tail[31:24];   
                        out_valid = 1'b1;
                    end
                end
                if (packet_done) begin
                    NEXT_STATE = COMPARE;
                end
            end
            COMPARE: begin
                if (calculated_crc == GOOD_RESIDUE) begin
                    NEXT_STATE = DONE;
                end else begin
                    NEXT_STATE       = CRC_ERROR;
                    next_frame_error = 1'b1;
                end
            end
            HEADER_ERROR: begin
            next_frame_error = 1'b1;
                if (packet_done) begin
                    NEXT_STATE = DONE;
                    next_frame_error = 1'b0;
                end
            end
            CRC_ERROR: begin
                NEXT_STATE = DONE;
                next_frame_error = 1'b0;
            end
            DONE: begin
                NEXT_STATE = IDLE;
            end
            default: NEXT_STATE = IDLE;
        endcase
    end
    always @(posedge i_rmii_clk) begin
        if (!i_rstn) begin
            STATE           <= IDLE;
            stored_byte     <= 8'h00;
            dibit_cnt       <= 2'd0;
            byte_count_total<= 16'd0;
            tail            <= 32'h0;
            frame_error     <= 1'b0;
            o_axis_tdata    <= 8'h00;
            o_axis_tvalid   <= 1'b0;
            o_axis_tlast    <= 1'b0;
            o_axis_tuser    <= 4'b0000;
            drive_crc       <= 1'b0;
            crc_init        <= 1'b0;
        end else begin
            STATE          <= NEXT_STATE;
            stored_byte    <= next_stored_byte;
            tail           <= next_tail;
            frame_error    <= next_frame_error;
            if (STATE != NEXT_STATE) begin
                dibit_cnt <= 2'd0;
            end else if (i_crs_dv) begin
                dibit_cnt <= dibit_cnt + 1'b1;
            end
            if (byte_ready_data) begin
                byte_count_total <= byte_count_total + 1'b1;
            end
            if (STATE == IDLE || packet_start) begin
                byte_count_total <= 16'd0;
            end
            crc_init  <= packet_start;                  
            drive_crc <= (STATE == DATA) && i_crs_dv;   
            o_axis_tdata  <= out_valid ? out_byte : o_axis_tdata;
            o_axis_tvalid <= out_valid;        
            o_axis_tlast  <= (STATE == DONE); 
            if (STATE == DONE) begin
                o_axis_tuser <= frame_error ? 4'b0001 : 4'b0000;
            end else begin
                o_axis_tuser <= 4'b0000;
            end
        end
    end
endmodule
### design/flow/run.sh
#!/bin/bash
# OpenROAD 26Q1-2900-gdf79404cd8, Yosys 0.63+post, stock flow scripts
make -C /OpenROAD-flow-scripts/flow DESIGN_CONFIG=/design/flow/config.mk WORK_HOME=/design/flow/orfs finish
==> flow_summary.toml <==
# generated from flow reports
[status]
status = "finished, final reports clean"

[floorplanning]
core-area_sq_um = 6910
die_w_microns = 87.2
initCoreUtil_pct = 52.5
chipArea_sq_um = 7600
rows = 30
die.size.y_microns = 87.2
io_pins = 20

[grt]
overflow = 0
grt_pass1_vias = 2429
grt_max_degree = 37
grt_pass1_wl_microns = 11700
antenna_found_initial = 0
grt_usage_pct = 19.8

[timing]
period_used_pct = 78.2
setup_tns_ps = 0
setup_viol = 0
rsz0062_at_grt = "false"
maxClockFrequency_ghz = 0.441
hold_viol = 0
finalMaxSlewViolations = 0
relSlewSlack_pct = 42.4
finalCriticalPeriod_ps = 2270
skew_ps = 4.12
tightest_slew_ps = 863

[synthesis]
ys_seq_share_pct = 41.4
numSynthFlops = 75
yosys_area_sq_um = 3630
yosys-stat-cells = 388
synth-warning-count = 2
yosysUniqueCellTypes = 59
edf_count = 0
async_reset_ff_share_pct = 0
flop_cell = "dfxtp_1"
syn_inst = 388
syn_area_per_cell_sq_um = 9.35
synthesis.area_sq_um = 3630

[layout]
final_cell_mix = "dfxtp_1, nand2_1, mux2i_1"
finish.utilization_pct = 56.8
layout_top_cell = "dfxtp_1"
syn_to_final_growth_pct = 8.18
drive_gt1_share_pct = 8.63
final_cell_count_no_fill = 490
n_fill_cell = 648

[worst_setup_path]
path_cells = "and4b_1 -> nand3_2 -> or4_1 -> a21oi_1"
crit_path_start_kind = "flip-flop"
critical_path.endpoint_type = "flip-flop"
r2r-start = "STATE[0]"
startpoint = "STATE[0]"
r2r_slack_ps = 630
path_delay_family = "simple AND/OR/NAND/NOR gates"
cp_max_fo = 19
worstPathArrival_ps = 2530
required_ps = 3170
cpPeakStageDelay_ps = 730
cp_num_buf_inv = 0
cpMaxStageDelayCell = "dfxtp_1"
path_class = "flip-flop to flip-flop"

[detailed_routing]
routed_wirelength_microns = 6770
drtIter0Drc = 154
via_count = 2624
ant_nets = 0
routed_wire_length_per_instance_microns = 13.8
viasPerCell = 5.36
diodes = 0
remaining_drc_errors = 0
firstDrtPassIters = 4

[clocking]
cts_buffers = 9
clkLatencyLatePin_ps = 340
cts_tree = "done"
clockBufferDepth = 2
cts_resized = 0
cts_num_sinks = 75
htreeDepth = 3
postCtsSetupRepairBufs = 0
cts-hold-fix-buffers = 0
root_buffer = "clkbuf_8"
clkTransAtPathRegs_ps = 70

[flow_run]
drv_cap = 0
warning_count = 28

[placed_design]
hpwlAfterDp_microns = 4330
gp_congestion = 0.811
dp_cells = 476
port_buffers = 7

[worst_hold_path]
min_path_type = "flip-flop to flip-flop"
hp-start = "stored_byte[0]"

[power]
p_per_area_nw_per_um2 = 607
p_leak_nw = 1.33
vdd_drop_max_uv = 276
-- logic make-up after synthesis --
kind of cell / count (synthesis) / synth area share (%)
and+or+nand+nor: 136 / 20.9
AOI/OAI and AO/OA: 77 / 14.7
DFF: 75 / 41.4
buffers and inverters: 35 / 5.31
xor gates and xnor gates: 34 / 9.14
muxes: 26 / 7.17
adders and majority gates: 4 / 1.31
other: 1 / 0.103
-- registers in the layout (all words and copies together) (netlist names) --
name	count
frame_error	1
rxd_z	2
crc_init	1
o_axis_tvalid	1
STATE	3
stored_byte	8
drive_crc	1
crc_i.o_calculated_crc	32
o_axis_tlast	1
o_axis_tuser	1
rxdv_z	2
dibit_cnt	6
byte_count_total	16
-- per-stage QoR --
| step | hold WS [ps] | area, sq um | total power [W] | worst slack, ps |
|---|---|---|---|---|
| floorplan | 449 | 3660 | 0.00153 | 1080 |
| global placement | 460 | 3720 | 0.00159 | 534 |
| detailed placement | 466 | 3720 | 0.00159 | 509 |
| finish | 471 | 3920 | 0.00238 | 633 |
| global route | 496 | 3920 | 0.00251 | 450 |
| CTS | 475 | 3920 | 0.00241 | 622 |
-- cells in the mapped netlist (all sizes together) (10+ instances only) --
master | count | share of area [%]
dfxtp | 75 | 41
nand3 | 15 | 2.2
o21ai | 17 | 2.4
a21oi | 22 | 3.0
xnor2 | 25 | 7.0
nor2 | 16 | 1.7
nand4 | 14 | 2.6
nand2 | 39 | 4.0
clkbuf | 10 | 1.0
mux2i | 26 | 7.2
buf | 21 | 3.9
-- worst register-to-register path, stage by stage, from the launching register on --
cell	delay, ps
dfxtp_1	730
and4b_1	550
nand3_2	230
or4_1	540
a21oi_1	150
-- worst paths after layout --
check | depth (start not counted) | to
worst max-delay path | 4 | byte_count_total[12]
worst min register to register | 2 | stored_byte[0]
worst min-delay path | 2 | stored_byte[0]
worst max register to register | 4 | byte_count_total[12]
-- report_power, final --
group          total, W  internal [W]  switching [W]
Combinational  0.000390      0.000168       0.000222
Clock          0.000815      0.000457       0.000357
Sequential      0.00118       0.00107       0.000106
Total           0.00238       0.00170       0.000685
-- metal layers --
layer / part of all wire [%] / track usage, % / wire (microns)
met1: 52 / 30.3 / 3530
met2: 44 / 31.4 / 2980
met3: 3.2 / 3.75 / 214
met4: 0.66 / 1.79 / 45
met5: 0 / 0 / 0
-- layout make-up --
| cell class | instances | area (sq um) | share of cell area [%] |
|---|---|---|---|
| clock buffers | 12 | 165 | 4.21 |
| clock inverters | 2 | 35.0 | 0.893 |
| inverters | 4 | 15.0 | 0.383 |
| multi-input cells | 288 | 1970 | 50.2 |
| flip-flops and latches | 75 | 1500 | 38.3 |
| well taps | 96 | 120 | 3.06 |
| repair buffers | 13 | 115 | 2.93 |
No activity file was given, so power comes from the tool's default toggle rates.
